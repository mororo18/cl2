==> /design/flow/design.v <==
module proj_01 (input logic modo, input clk, reset, output logic A_green, A_yellow, A_red, output logic B_green, B_yellow, B_red);
    localparam [2:0] 
        g_r = 0,
        y_r = 1,
        r_g = 2,
        r_y = 3,
        y_y = 4,
        b_b = 5;
    localparam T4 = 4;
    localparam T1 = 1;
    localparam T3 = 3;
	reg [2:0] state, state_next;
	reg [2:0] t;
	always_comb begin
		state_next = state;
        case (state)
        g_r : begin if (modo == 0 && t > T4 - 1) begin state_next = y_r;
            end else if (modo == 1) state_next = y_y;
        end
        y_r : begin if (modo == 0 && t > T1 - 1) begin state_next = r_g;
            end else if (modo == 1) state_next = y_y;
        end
        r_g : begin if (modo == 0 && t > T3 - 1) begin state_next = r_y;
            end else if (modo == 1) state_next = y_y;
        end
        r_y : begin if (modo == 0 && t > T1 - 1) begin state_next = g_r;
            end else if (modo == 1) state_next = y_y;
        end
        y_y : begin if (modo == 1 && t > T1 - 1) begin state_next = b_b;
            end else if (modo == 0) state_next = g_r;
        end
        b_b : begin if (modo == 1 && t > T1 - 1) begin state_next = y_y;
            end else if (modo == 0) state_next = g_r;
        end
        endcase
	end
	always_ff @(posedge clk, posedge reset) begin
        if (reset) begin
            t <= 1;
        end
        else begin
            if (state != state_next)  
                t <= 1;
            else
                t <= t + 1;
        end
    end
	always_ff @(posedge clk, posedge reset) begin
		if (reset)
			state <= g_r;
		else begin
            state <= state_next; 
		end
	end
	always_comb begin
	A_green = 0;  B_green = 0;
	A_yellow = 0; B_yellow = 0;
	A_red = 0;    B_red = 0;
		case (state)
		g_r : begin 
			A_green = 1;
			B_red = 1; 
		end
		y_r : begin 
			A_yellow = 1;
			B_red = 1; 
		end
		r_g : begin 
			A_red = 1;
			B_green = 1;
		end
		r_y : begin 
			A_red = 1;
			B_yellow = 1;
		end
		y_y : begin 
			A_yellow = 1;	
            B_yellow = 1;
		end
		endcase
	end
endmodule 
==> /design/flow/run.sh <==
#!/bin/bash
# OpenROAD 26Q1-2900-gdf79404cd8, Yosys 0.63+post, stock flow scripts
make -C /OpenROAD-flow-scripts/flow DESIGN_CONFIG=/design/flow/config.mk WORK_HOME=/design/flow/orfs finish
==> /design/flow/config.mk <==
export PLATFORM = sky130hd
export DESIGN_NAME = proj_01
export DESIGN_NICKNAME = proj_01
export VERILOG_FILES = /design/flow/design.v
export SDC_FILE = /design/flow/constraint.sdc
export NUM_CORES = 4
export LEC_CHECK = 1
export CORE_AREA = 10 10 77 77
export DIE_AREA = 0 0 87 87
==> /design/flow/constraint.sdc <==
current_design proj_01

set clk_period 3.8
set clk_io_pct 0.2

create_clock -name clk0 -period $clk_period [get_ports {clk}]

set non_clock_inputs [all_inputs -no_clocks]
set_input_delay [expr $clk_period * $clk_io_pct] -clock clk0 $non_clock_inputs
set_output_delay [expr $clk_period * $clk_io_pct] -clock clk0 [all_outputs]
==> summary.txt <==
status: completed
CTS max path bufs: 2
die width: 87 µm
Comb pwr share: 41.7%
CTS Hold Bufs: 0
# rows: 24
CP max stage delay: 0.49 ns
unrepaired setup endpoints after global routing: false
CP Class: reg2out
final setup vio count: 0
drt pass-1 iters: 3
CTS H-tree lvls: 1
Sw Pwr: 137 µW
setup ws final: 1.44 ns
HPWL after DPL: 743 µm
CTS sink cnt: 6
CTS Buf Count: 3
Post-synth top cells: dfrtp_1 (5), inv_1 (5), nor3_1 (4)
global-route wire length before repair: 1600 µm
Pleak: 0.238 nW
Mean Syn Cell Area: 8.89 µm²
layout cell share with drive strength beyond 1: 7.27%
Port Buf Inserts: 8
Area contributors post-synth: dfrtp_1 (31%), ha_1 (9.2%), dfstp_2 (6.4%), nor3_1 (4.9%), inv_1 (4.6%)
Final Hold Viols: 0
PD cells: 687 nW/µm²
grt total ovfl: 0
cycle use final: 62.0%
Yosys top cell by area: dfrtp_1
Max Clock Freq: 0.424 GHz
Resize count post-CTS: 0
drt drc: 0
cells after synthesis: 46
Min Clock Period, post-route: 2.36 ns
worst skew pair latency: 0.22 ns
CP delay by family, top: flip-flops
TritonCTS clock tree: built
Detailed Route WL: 976 µm
Worst Path Buf+Inv: 1
Placer Congestion: 0.809
Vert. Die Dim: 87 µm
fp util: 9.40%
worst hold path type: reg2reg
flops out of synthesis: 6
Sequential Power Share: 32.6%
pin count of the biggest net entering global routing: 13
Clock Power Share: 25.7%
crit path DRT: 3.04 ns
GRT Util Overall: 2.55%
Ant. Diodes: 0
Ports: 9
initial antenna violation count: 0
Vias: 354
clk slew on worst S/H paths: 0.04 ns
ys cells: 46
MaxCap Viol Count: 0
synthesized cell area: 409 µm²
initial drt markers: 29
Warnings, synthesis: 1
core footprint: 4350 µm²
switch share: 34.3%
DRT antenna net count: 0
top area contributor share: 30.6%
Slew Viols, Final: 0
Yosys Chip Area: 409 µm²
detailed-route wire length per cell: 9.12 µm
die area: 7570 µm²
main flop type: dfrtp_1
clock root cell: clkbuf_8
worst ir drop on vdd: 0.370 mV
DP Cell Count: 103
register area share after synthesis: 37.0%
CP Launch Type: flop
Cell Chain, Critical Path: nand2b_1, a21oi_1, clkdlybuf4s50_1
distinct lib cells: 26
vias in the first global route: 353
Worst Tran Pin Value: 0.343 ns
Setup Skew: 0.00476 ns
Post-Layout Cell Count: 107
detail-routed via count per cell: 3.31
Setup crit end kind: primary output
postcts setup bufs: 0
tool warnings: 27
crit-path max FO: 12
dpl ws: 1.63 ns
P_int: 261 µW
CP max-delay cell: dfrtp_1
Post-synth ARST share: 100%
Data arrival, critical path: 1.60 ns
P&R area growth vs syn: 41.6%
setup TNS: 0 ns
EDFF count, synth: 0
Slew headroom: 77.1%
[sequential cells by signal (all words and copies together), names as in the netlist]
signal,flops
state,3
t,3
[cells by family (layout without fill, tap and decap cells)]
| family | Yosys count | count (layout) | synth area share [%] |
|---|---|---|---|
| multiplexers | 1 | 1 | 2.45 |
| XOR/XNOR | 1 | 1 | 2.14 |
| buffers and inverters | 8 | 17 | 9.48 |
| flip-flops | 6 | 6 | 37.0 |
| adder cells (fa/ha/maj) | 3 | 3 | 9.18 |
| AND/OR/NAND/NOR | 17 | 17 | 23.9 |
| AND-OR/OR-AND | 10 | 10 | 15.9 |
[cells in the final DEF (no fill, tap or decap), drive strengths merged]
master	count
clkdlybuf4s50	8
dfstp	1
and3b	1
a21boi	1
nand3	2
o22ai	2
nand4bb	1
nor3	4
nand2b	3
a21o	1
ha	3
o31a	1
mux2i	1
a311oi	1
or4	1
nor2b	1
a21oi	2
dfrtp	5
o21ai	2
xnor2	1
nor2	2
inv	5
nand2	2
clkbuf	4
[stage by stage]
stage          hold WS, ns  area (µm²)  utilization [%]  total power [mW]
2_1_floorplan        0.539         409                -             0.226
3_3_place_gp         0.573         534             12.3             0.299
3_5_place_dp         0.574         534             12.3             0.298
4_1_cts              0.582         579             13.3             0.404
5_1_grt              0.600         579             13.3             0.433
6_report             0.578         579             13.3             0.398
[worst register-to-register path, stage by stage (launching register included)]
cell and delay (ns):
dfstp_2 0.52, inv_1 0.07, ha_1 0.21, nor2b_1 0.15, or4_1 0.40, a311oi_1 0.26
[worst paths after layout]
| kind | start | endpoint | slack [ns] | cells after the start |
|---|---|---|---|---|
| max in group asynchronous | reset | t[0]$_DFF_PP1_ | 2.79 | 2 |
| min in group asynchronous | reset | t[2]$_DFF_PP0_ | 0.75 | 2 |
| min reg2reg | t[0]$_DFF_PP1_ | t[0]$_DFF_PP1_ | 0.58 | 2 |
| max reg2reg | t[0]$_DFF_PP1_ | state[0]$_DFF_PP0_ | 2.10 | 5 |
| min | t[0]$_DFF_PP1_ | t[0]$_DFF_PP1_ | 0.58 | 2 |
| max | state[2]$_DFF_PP0_ | A_yellow | 1.44 | 3 |
[power by group through the flow]
stage | combinational [mW] | sequential, mW | clock [mW]
after CTS | 0.171 | 0.128 | 0.105
after global routing | 0.190 | 0.134 | 0.110
final | 0.166 | 0.130 | 0.102
[per-layer routing]
metal | share of wire (%) | routed length, µm | up-vias | global-route usage, %
li1 | - | - | 178 | -
met3 | 4.7 | 46 | 0 | 0.943
met1 | 51 | 498 | 168 | 3.40
met4 | 0 | 0 | 0 | 0.295
met2 | 44 | 431 | 8 | 3.93
met5 | 0 | 0 | - | 0
[final cells by class]
cell class | instances | area, µm²
fillers | 477 | 3770
inverters | 5 | 18.8
multi-input cells | 32 | 219
clock buffers | 4 | 45.0
repair buffers | 8 | 80.1
well taps | 52 | 65.1
flip-flops and latches | 6 | 151
Power and IR drop assume default switching activity.
